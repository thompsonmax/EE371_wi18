File: run.sh
#!/bin/bash
# OpenROAD 26Q1-2900-gdf79404cd8, Yosys 0.63+post, stock flow scripts
make -C /OpenROAD-flow-scripts/flow DESIGN_CONFIG=/design/flow/config.mk WORK_HOME=/design/flow/orfs finish
File: config.mk
export PLATFORM = sky130hd
export DESIGN_NAME = pressureControlForTesting
export DESIGN_NICKNAME = pressureControlForTesting
export VERILOG_FILES = /design/flow/design.v
export SDC_FILE = /design/flow/constraint.sdc
export NUM_CORES = 4
export LEC_CHECK = 1
export CORE_AREA = 10 10 70 70
export DIE_AREA = 0 0 80 80
File: constraint.sdc
current_design pressureControlForTesting

set clk_period 1.6
set clk_io_pct 0.2

create_clock -name clk0 -period $clk_period [get_ports {clk}]

set non_clock_inputs [all_inputs -no_clocks]
set_input_delay [expr $clk_period * $clk_io_pct] -clock clk0 $non_clock_inputs
set_output_delay [expr $clk_period * $clk_io_pct] -clock clk0 [all_outputs]
File: design.v
module numDisplay (hexNum, count);
	output [6:0] hexNum;
	input [3:0] count;
	reg [6:0] number; 
	always@(*) begin
		case(count)
			0: number = 7'b1000000;  
			1: number = 7'b1111001;  
			2: number = 7'b0100100;  
			3: number = 7'b0110000;  
			4: number = 7'b0011001;  
			5: number = 7'b0010010;  
			6: number = 7'b0000010;  
			7: number = 7'b1111000;  
			8: number = 7'b0000000;  
			default: number = 7'b1111111;  
		endcase
	end
	assign hexNum = number;
endmodule 
module pressureControlForTesting (chamberFull, hexNum, clk, reset, 
		outerGate, innerGate, fillSignal, emptySignal);
	output chamberFull; 
	output [6:0] hexNum;
	input clk, reset, outerGate, innerGate, fillSignal, emptySignal;
	parameter CLOCK_DELAY = 0;
	parameter FILL_DELAY = 0;
	parameter EMPTY_DELAY = 0;
	reg ps, ns;
	reg [3:0] count, max;
	always@(*) begin
		case (ps)
			0: if (fillSignal & ~emptySignal & ~outerGate & ~innerGate) begin  
					max = FILL_DELAY;
					ns = 1;  
				end
				else begin
					max = 0;
					ns = ps;
				end
			1: if (~fillSignal & emptySignal & ~outerGate & ~innerGate) begin  
					max = EMPTY_DELAY;
					ns = 0;  
				end
				else begin
					max = 0;
					ns = ps;
				end
		endcase
	end
	always@(posedge clk) begin
		if (reset) begin
			count <= 0;
			ps <= 0;
		end
		else begin
			if (count != max) begin
				#19 count <= count + 1'b1;
			end
			else begin 
				count <= max;
				ps <= ns;
			end 
		end
	end
	numDisplay hexNumber (hexNum, count);
	assign chamberFull = ps;
endmodule 
==> flow_summary.json <==
{
  "ys_chip_area_um2": 629.4,
  "fp_util": 0.1842,
  "io_buffers": 13,
  "path_class": "register to register",
  "final_area_um2": 1060,
  "overflow": 0,
  "grt_pass1_vias": 537,
  "cts_tree": "built",
  "postLayoutCoreUtil": 0.3103,
  "cts.htree.levels": 1,
  "fmax_mhz": 578.7,
  "fin_skew_ns": 0.0002854,
  "violations": "setup timing",
  "clk_pin_slew_ns": 0.07,
  "layout_setup_ws_ns": -0.1279,
  "power_switching_w": 0.0001130,
  "netlist_instances": 69,
  "coreArea_um2": 3416,
  "num_antenna_cells": 0,
  "r2r_slack_ns": -0.13,
  "avgViaCountPerCell": 3.922,
  "post-route-period-util": 1.080,
  "synth.cell_area_um2": 629.4,
  "grt_usage": 0.04399,
  "grt_setup_unrepaired": "yes",
  "slew_violations": 0,
  "wire_per_inst_um": 10.39,
  "cts.sinks": 12,
  "dr.first_iter.drc_count": 21,
  "cp-start-kind": "register",
  "holdBufCountCts": 0,
  "ys.flops": 12,
  "p_clk_frac": 0.417,
  "ir_drop_uv": 173.2,
  "firstDrtPassIters": 4,
  "clk-insertion-delay-late_ns": 0.27,
  "root_buffer": "clkbuf_4",
  "place_hpwl_mm": 1.097,
  "slew_headroom": 0.6855,
  "fin_setup_tns_ns": -0.4599,
  "crit_fanout": 3,
  "place_area_um2": 907.1,
  "worst_ep_arrival_time_ns": 1.93,
  "cp_data_required_time_ns": 1.80,
  "grt_antenna_before_repair": 0,
  "p_int_w": 0.0004564,
  "grt_pass1_wl_mm": 2.346,
  "n_fill_cell": 352,
  "worst_pin_slew_ns": 0.4626,
  "ant_nets": 0,
  "rows": 21,
  "cts_buffer_depth": 2,
  "hold_class": "register to register",
  "critPathCaptureType": "register",
  "cts_made_buffers": 3,
  "grt_max_degree": 9,
  "yosysWarnings": 2,
  "area_growth_pct": 68.39,
  "drc": 0,
  "ios": 14,
  "outcome": "complete, but fails checks",
  "switching_share": 0.1985,
  "syn_area_per_cell_um2": 9.121,
  "synth_seq_share": 0.3817,
  "power.density_nw_per_um2": 537.3,
  "dr_total_vias": 553,
  "dieArea_um2": 6400,
  "finalCriticalPeriod_ns": 1.728,
  "hold_viol": 0,
  "maxCapViolCount": 0,
  "drive_above_1_share": 0.4211,
  "ys_cells": 69,
  "place.gp.congestion": 0.7956,
  "p_leak_nw": 0.4141,
  "pwr-share-seq": 0.528,
  "die_h_um": 80,
  "warnings": 33,
  "finalSetupViolations": 7,
  "yosysUniqueCellTypes": 26,
  "die_w_um": 80,
  "p_comb_frac": 0.055,
  "wirelength_mm": 1.465
}
layout make-up:
cell class / count / area, µm² / area share
Multi-Input combinational cell: 49 / 488.0 / 0.4604
Inverter: 7 / 26.28 / 0.02479
Tap cell: 46 / 57.56 / 0.05431
Clock buffer: 4 / 36.28 / 0.03424
Sequential cell: 12 / 242.7 / 0.2290
Timing Repair Buffer: 23 / 209.0 / 0.1972
layout by cell type, fill, tap and decap left out, types with 3 or more instances in the layout:
cell / n
nand3_1: 3
inv_2: 4
inv_1: 3
dfxtp_1: 10
clkbuf_4: 3
ha_4: 5
clkdlybuf4s50_1: 13
buf_4: 9
o21ai_2: 4
power by group through the flow:
stage          logic, W  registers (W)  clock network [W]
CTS           0.0000299       0.000301           0.000251
global route  0.0000341       0.000301           0.000264
finish        0.0000311       0.000301           0.000238
synthesized netlist by cell type, drive strengths merged:
| cell type | instances | share of area |
|---|---|---|
| a21boi | 2 | 0.024 |
| a21oi | 2 | 0.016 |
| a31oi | 2 | 0.020 |
| and2 | 1 | 0.0099 |
| clkbuf | 1 | 0.0079 |
| dfxtp | 12 | 0.38 |
| ha | 7 | 0.14 |
| inv | 7 | 0.042 |
| mux2i | 1 | 0.022 |
| nand2 | 3 | 0.018 |
| nand2b | 3 | 0.042 |
| nand3 | 3 | 0.024 |
| nand3b | 1 | 0.012 |
| nor2 | 3 | 0.018 |
| nor2b | 2 | 0.020 |
| nor3 | 3 | 0.024 |
| nor3b | 3 | 0.052 |
| o21a | 2 | 0.024 |
| o21ai | 7 | 0.056 |
| o2bb2ai | 1 | 0.014 |
| o31ai | 1 | 0.012 |
| or3 | 1 | 0.0099 |
| xnor2 | 1 | 0.014 |
per-stage QoR:
step                hold slack [ns]  setup WS [ns]   power, W  std cells
CTS                          0.5451        -0.1301  0.0005815        140
finish                       0.5386        -0.1279  0.0005694        141
global placement             0.5245        -0.2834  0.0003372        136
floorplan                    0.4526        -0.1237  0.0003185         69
global route                 0.5612        -0.2460  0.0005997        141
detailed placement           0.5327        -0.3017  0.0003374        136
path summary, 6_finish.rpt:
kind         startpoint        end  depth (start not counted)
min            count[0]   count[0]                          2
max reg2reg    count[1]  hexNum[4]                          8
max            count[1]  hexNum[4]                          8
min reg2reg    count[0]   count[0]                          2
repair_timing:
item,CTS,global route
setup buffers,0,1
hold endpoints to repair,0,0
resized,4,22
pin swaps,3,6
endpoints found under the setup margin,7,7
worst max-delay path, stage by stage (launching register included):
cell     delay, ns
dfxtp_2       0.34
inv_2         0.04
ha_4          0.15
nor3b_4       0.16
nor3_2        0.25
inv_2         0.10
ha_4          0.16
or3_1         0.31
a31oi_1       0.16
registers in the layout, summed over array words and instances, names as in the netlist:
name    count
ps          1
count       4
hexNum      7
layer usage:
metal | vias to the layer above | GRT usage | wire length [µm]
met2 | 14 | 0.06661 | 606
met5 | - | 0 | 0
met4 | 0 | 0.003521 | 0
met1 | 249 | 0.05668 | 748
met3 | 0 | 0.02273 | 111
li1 | 290 | - | -
logic make-up (layout without fill, tap and decap cells):
| logic type | after synthesis | in the layout | share of synthesized area |
|---|---|---|---|
| AND-OR/OR-AND | 17 | 17 | 0.1650 |
| adder cells (fa/ha/maj) | 7 | 7 | 0.1392 |
| XOR/XNOR | 1 | 1 | 0.01392 |
| flip-flops | 12 | 12 | 0.3817 |
| buffers and inverters | 8 | 34 | 0.04970 |
| AND/OR/NAND/NOR | 23 | 23 | 0.2286 |
| multiplexers | 1 | 1 | 0.02186 |
Power is estimated from default activity; no workload was simulated.
