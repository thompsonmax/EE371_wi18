## flow/config.mk

```make
export PLATFORM = sky130hd
export DESIGN_NAME = df_downCounter
export DESIGN_NICKNAME = df_downCounter
export VERILOG_FILES = /design/flow/design.v
export SDC_FILE = /design/flow/constraint.sdc
export NUM_CORES = 4
export LEC_CHECK = 1
export CORE_AREA = 10 10 89 89
export DIE_AREA = 0 0 99 99
```

## flow/constraint.sdc

```tcl
current_design df_downCounter

set clk_period 3.7
set clk_io_pct 0.2

create_clock -name clk0 -period $clk_period [get_ports {clk}]

set non_clock_inputs [all_inputs -no_clocks]
set_input_delay [expr $clk_period * $clk_io_pct] -clock clk0 $non_clock_inputs
set_output_delay [expr $clk_period * $clk_io_pct] -clock clk0 [all_outputs]
```

## flow/design.v

```verilog
module DFlipFlop(q, qBar, D, clk, rst);
	input D, clk, rst;
	output q, qBar;
	reg q;
	not n1 (qBar,q);
	always@ (negedge rst or posedge clk) begin
		if(!rst)
			q = 0;
		else
			q = D;
	end
endmodule 
module RippleDownCounter(q, clk, rst);
	input clk, rst;
	output [3:0] q;
	wire [3:0] qnot;
	DFlipFlop D0 (q[0], qnot[0], qnot[0], clk, rst);
	DFlipFlop D1 (q[1], qnot[1], qnot[1], q[0], rst);
	DFlipFlop D2 (q[2], qnot[2], qnot[2], q[1], rst);
	DFlipFlop D3 (q[3], qnot[3], qnot[3], q[2], rst);
endmodule		
module df_downCounter(reset, clk, out);
	input reset, clk;
	wire [3:0] inNot, d;
	reg [31:0] whichClock;
	output [3:0] out;
	assign d[3] = (out[3]~^(out[2]|out[1]|out[0]))&reset;
	assign d[2] = (out[2]~^(out[1]|out[0]))&reset;
	assign d[1] = (out[1]~^out[0])&reset;
	assign d[0] = ~out[0]&reset;
	always @(posedge clk) begin
		whichClock <= whichClock + 1'b1;
	end
	DFlipFlop downCount3 (out[3], inNot[3], d[3], whichClock[25], reset);
	DFlipFlop downCount2 (out[2], inNot[2], d[2], whichClock[25], reset);
	DFlipFlop downCount1 (out[1], inNot[1], d[1], whichClock[25], reset);
	DFlipFlop downCount0 (out[0], inNot[0], d[0], whichClock[25], reset);
endmodule 
```

## flow/run.sh

```bash
#!/bin/bash
# OpenROAD 26Q1-2900-gdf79404cd8, Yosys 0.63+post, stock flow scripts
make -C /OpenROAD-flow-scripts/flow DESIGN_CONFIG=/design/flow/config.mk WORK_HOME=/design/flow/orfs finish
```

==> README.md <==
| Step | Result | Value |
|---|---|---|
| critical path | Stage delay of the slowest cell on the critical path | 0.39 ns |
| sta | Final count of hold timing violations | 0 |
| synth | Number of synthesized register bits | 30 |
| critical path | Sort of element at the end of the critical path | flip-flop |
| sta | Relative slew margins | 77.8% |
| critical path | CP Class | flip-flop to flip-flop |
| clocking | Cts-stage hold buffer count | 0 |
| sta | Number of register pins that no clock reaches | 4 |
| synth | Number of unique standard cell types used by synthesis | 21 |
| route | Routed length on met3 | 113 um |
| pwr | Leak Pwr | 0.000492 uW |
| placed design | Final Wtd Congestion | 0.786 |
| route | DRT met1 WL | 903 um |
| synth | Cell type with the largest total area | sky130_fd_sc_hd__dfxtp_1 |
| placed design | Count of input and output buffers | 5 |
| route | Uppermost layer routed | met4 |
| critical path | Arrival time reported for the critical path endpoint | 1.61 ns |
| sta | Setup repair after global routing missed its margin | no |
| outcome | Status | completed |
| route | Post-Route WL | 1670 um |
| global route | Number of global-route vias before repair | 730 |
| synth | Avg Inst Size Synth | 11.1 um2 |
| critical path | Startpoint of the worst setup timing path | whichClock[9] |
| floorplan | Width of the chip | 99 um |
| run | Number of violations of the max-capacitance limit | 0 |
| clocking | Source-to-sink clock delay at the later pin of the worst-skew pair | 0.27 ns |
| critical path | Critical path startpoint category | flip-flop |
| layout | Post-Route Utilization | 23.5% |
| clocking | Post-CTS setup repair buffer count | 0 |
| hold path | Worst hold path depth | 1 |
| route | Post-route ant nets | 0 |
| clocking | H-Tree Level Count | 1 |
| synth | Area of the mapped netlist | 1230 um2 |
| hold path | Hold_sp | whichClock[0] |
| critical path | Launching point of the worst reg2reg path | whichClock[9] |
| synth | Dominant register cell | sky130_fd_sc_hd__dfxtp_1 |
| sta | Least-Margin Pin Slew | 0.333 ns |
| placed design | Pre-CTS setup slack | 2.27 ns |
| route | Overall via count from detail_route | 739 |
| route | Final routed wire length divided by cell count | 8.78 um |
| sta | Post-layout period usage | 39.0% |
| critical path | Setup slack, reg-to-reg | 2.26 ns |
| route | Routed via count divided by cell count | 3.89 |
| clocking | Clock tree from TritonCTS | done |
| critical path | Critical Path Most Common Cell | sky130_fd_sc_hd__and4_1 |
| floorplan | Area of the chip | 9800 um2 |
| hold path | Worst Hold Path EP | whichClock[0] |
| clocking | Post-cts repair resize count | 0 |
| synth | Summed standard-cell area reported by yosys | 1230 um2 |
| route | Total iterations of the first detailed-routing run | 2 |
| floorplan | Height of the die | 99 um |
| route | Met2 WL | 641 um |
| global route | Combined global-route utilization of all metal layers | 3.56% |
| sta | Count of endpoints without a timing constraint | 8 |
| floorplan | Number of ports placed on the die boundary | 6 |
| synth | Async SR Flop Fraction | 13.3% |
| placed design | Placed wire-length estimate | 1240 um |
| clocking | Root buffer cell | sky130_fd_sc_hd__clkbuf_8 |
| floorplan | Initial cell density of the core | 20.6% |
| global route | Remaining global-route overflow | 0 |
| placed design | Placement Cell Area | 1340 um2 |
| pwr | VDD IR-drop max | 0.000261 V |
| synth | Largest type area fraction | 42.3% |
| critical path | Critical-path top delay cell | sky130_fd_sc_hd__dfxtp_1 |
| critical path | Highest net fanout along the worst path | 9 |
| clocking | Number of buffers created by CTS | 3 |
| layout | Post-route standard cell area excluding fillers | 1410 um2 |
| synth | Cell count listed in synth_stat.txt | 111 |
| floorplan | Area of the core | 5990 um2 |
| clocking | Clock-pin transition on the worst setup and hold timing paths | 0.09 ns |
| synth | Leading post-synthesis cells by instance count | 26 x sky130_fd_sc_hd__dfxtp_1, 19 x sky130_fd_sc_hd__xnor2_1, 10 x sky130_fd_sc_hd__nand3_1 |
| hold path | Hold WC Path Type | flip-flop to flip-flop |
| sta | Final Max-Slew Violation Tally | 0 |
| global route | First-pass GRT wire length | 3130 um |
| floorplan | Row count | 28 |
| critical path | Number of cell instances on the worst register-to-register path | 4 |
| critical path | Critical-path cell list | and4_1, and4_1, nand4_1, xnor2_1 |
| layout | Synthesis-to-finish area growth | 14.4% |
| sta | Final clock skew | 0.00861 ns |
| layout | Ratio of cells with drive above 1 in the final layout | 7.83% |
| route | Antenna diode count | 0 |
| critical path | Required time worst endpoint | 3.87 ns |
| global route | Largest net degree at the start of global routing | 16 |
| critical path | Destination of the worst register-to-register timing path | whichClock[24] |
| global route | Initial antenna violation count | 0 |
| sta | Fin worst setup slack | 2.26 ns |
| sta | Fmax | 694 MHz |
| synth | Register share after synthesis | 50.4% |
| synth | Yosys warning total | 2 |
| route | Count of routing violations after the opening detailed-route iteration | 61 |
| clocking | Maximum buffer depth of the clock tree | 2 |
| synth | Count of flip-flops with a built-in enable after synthesis | 0 |
| sta | Final critical delay including setup and external delays | 1.44 ns |
| synth | Cell area leaders | sky130_fd_sc_hd__dfxtp_1 42%, sky130_fd_sc_hd__xnor2_1 14%, sky130_fd_sc_hd__dfrtp_1 8.1% |
| synth | Dominant cell by count in the synthesized netlist | sky130_fd_sc_hd__dfxtp_1 |
| route | DRC violations left | 0 |
| sta | Setup TNS Final | 0 ns |
| synth | Synthesized instance count | 111 |
| sta | Setup Viol. Count Final | 0 |
| pwr | Pwr per Cell Area | 363 nW/um2 |
| run | Count of warning messages emitted by the tools | 25 |
-- critical path: cells and delay by family (launching register included) --
family / cells / cell delay (ns)
xor+xnor: 1 / 0.16
flops: 1 / 0.39
simple gates: 3 / 0.80
-- power breakdown --
part	leakage, uW	internal [uW]	total [uW]	switching (uW)
Clock	0.0000357	145	228	83.6
Combinational	0.000197	1.59	3.01	1.42
Sequential	0.000260	280	280	0
-- area by class of cell --
type	instances	area, um2
fill	612	4580
sequential	30	621
multi-input combinational	72	558
tap	75	93.8
timing repair buffer	5	50.0
clock buffer	3	41.3
clock inverter	1	30.0
inverter	4	15.0
-- kinds of logic after synthesis --
group	Yosys count	share of synthesized area [%]
adders and majority gates	2	2.03
and+or+nand+nor	44	24.8
buffers and inverters	9	4.27
xor gates and xnor gates	26	18.5
DFF	30	50.4
-- metrics by stage --
step | hold slack [ns] | power (uW) | std cells
6_report | 0.414 | 511 | 190
5_1_grt | 0.435 | 530 | 190
4_1_cts | 0.416 | 520 | 190
3_5_place_dp | 0.393 | 289 | 186
3_3_place_gp | 0.388 | 289 | 186
2_1_floorplan | 0.379 | 287 | 111
-- placed cells by master (no fill, tap or decap), drive strengths merged --
master / netlist / layout
ha: 2 / 2
bufinv: 0 / 1
clkbuf: 0 / 3
nor3: 3 / 3
nor2: 1 / 1
nor4: 1 / 1
xor2: 7 / 7
inv: 4 / 4
xnor2: 19 / 19
and3: 7 / 7
nand2: 4 / 4
nand4bb: 1 / 1
and2: 2 / 2
dfrtp: 4 / 4
nand3: 12 / 12
nor2b: 2 / 2
nand4: 7 / 7
clkdlybuf4s50: 0 / 5
dfxtp: 26 / 26
and4: 4 / 4
-- sequential cells by signal, summed over array words and instances (netlist names) --
register,cells
downCount0.q,1
downCount3.q,1
downCount2.q,1
downCount1.q,1
whichClock,26
-- routing by layer --
metal	global-route usage, %	vias up
li1	-	388
met1	5.08	341
met2	5.16	8
met3	1.48	2
met4	0.221	0
met5	0	-
-- worst max-delay path by stage --
stage                     to  slack [ns]
CTS           whichClock[24]        2.26
global route  whichClock[24]        2.10
finish        whichClock[24]        2.26
Power and IR drop assume default switching activity.
